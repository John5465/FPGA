==> ./design.v <==
module Multip_16(
	clk,rst_n,
	start,ain,bin,
	yout,done
);
input clk;
input rst_n;
input start;               
input[15:0] ain;
input[15:0] bin;
output[31:0] yout;
output done;              
reg[15:0] areg;
reg[15:0] breg;
reg[31:0] yout_r;
reg done_r;              
reg[4:0] i;                
always @(posedge clk, negedge rst_n)
	if(!rst_n) i <= 5'd0;
		else if (start && i < 5'd17) i <= i + 1'b1;
		else if (!start) i <= 5'd0;
always @(posedge clk, negedge rst_n)
	if(!rst_n) done_r <= 1'b0;
		else if(i == 5'd16) done_r = 1'b1;
		else if(i == 5'd17) done_r = 1'b0;
assign done = done_r;
always @(posedge clk, negedge rst_n)begin 
		if(!rst_n) begin
			areg <= 16'h0000;
			breg <= 16'h0000;
			yout_r <= 32'h00000000;
		end
		else if(start) begin           
			if(i == 5'd0) begin         
				areg <= ain;
				breg <= bin;
			end
			else if (i > 5'd0 && i < 5'd16) begin
				if(areg[i-1]) yout_r = {1'b0,yout[30:15]+breg,yout_r[14:1]};	 
				else yout_r <= yout_r>>1;	 
			end 
		else if(i == 5'd16 && areg[15]) yout_r[31:16] <= yout_r[31:16]+breg;	 
		end 
	end
assign yout = yout_r;
endmodule
==> ./config.mk <==
export PLATFORM = sky130hd
export DESIGN_NAME = Multip_16
export DESIGN_NICKNAME = Multip_16
export VERILOG_FILES = /design/flow/design.v
export SDC_FILE = /design/flow/constraint.sdc
export NUM_CORES = 4
export LEC_CHECK = 1
export CORE_UTILIZATION = 50
==> ./run.sh <==
#!/bin/bash
# OpenROAD 26Q1-2900-gdf79404cd8, Yosys 0.63+post, stock flow scripts
make -C /OpenROAD-flow-scripts/flow DESIGN_CONFIG=/design/flow/config.mk WORK_HOME=/design/flow/orfs finish
==> ./constraint.sdc <==
current_design Multip_16

set clk_period 6.6
set clk_io_pct 0.2

create_clock -name clk0 -period $clk_period [get_ports {clk}]

set non_clock_inputs [all_inputs -no_clocks]
set_input_delay [expr $clk_period * $clk_io_pct] -clock clk0 $non_clock_inputs
set_output_delay [expr $clk_period * $clk_io_pct] -clock clk0 [all_outputs]
==> node_exporter_impl.prom <==
# HELP chip_impl_metric Flow report values
# TYPE chip_impl_metric gauge
chip_impl_metric{name="critPathArrivalTime",unit="ns"} 3.07
chip_impl_metric{name="area.sequential",unit="mm^2"} 0.00175
chip_impl_metric{name="hold_viol_final",unit=""} 0
chip_impl_metric{name="instances_no_fill",unit=""} 612
chip_impl_metric{name="fp.coreArea",unit="mm^2"} 0.00872
chip_impl_metric{name="synth_area_per_cell",unit="um^2"} 10.5
chip_impl_metric{name="worst_clock_skew",unit="ns"} 0.0121
chip_impl_metric{name="drive_gt1_share",unit="%"} 16.5
chip_impl_metric{name="synth-seq-area-share",unit="%"} 38.7
chip_impl_metric{name="cts-resized-gates",unit=""} 0
chip_impl_metric{name="worst_skew_pair.late_latency",unit="ns"} 0.34
chip_impl_info{name="holdCritPathClass",value="reg -> reg"} 1
chip_impl_metric{name="powerDensity",unit="mW/mm^2"} 401
chip_impl_metric{name="finalWirelength",unit="mm"} 9.58
chip_impl_metric{name="die-width",unit="um"} 97.1
chip_impl_metric{name="p_leak",unit="nW"} 2.43
chip_impl_metric{name="post_drt_wl_per_cell",unit="um"} 15.7
chip_impl_metric{name="setup_total_negative_slack",unit="ns"} 0
chip_impl_metric{name="netlist-cell-type-count",unit=""} 62
chip_impl_metric{name="slew_limit_headroom",unit="%"} 55.4
chip_impl_metric{name="detail_route.antenna_diodes",unit=""} 0
chip_impl_metric{name="top_area_share",unit="%"} 38.7
chip_impl_metric{name="critPathRequiredTime",unit="ns"} 6.79
chip_impl_metric{name="dp.cells",unit=""} 596
chip_impl_metric{name="synth-warning-count",unit=""} 1
chip_impl_metric{name="io-pin-count",unit=""} 68
chip_impl_metric{name="final.min_clock_period",unit="ns"} 2.88
chip_impl_metric{name="edf_count",unit=""} 0
chip_impl_metric{name="hpwl",unit="mm"} 7.17
chip_impl_metric{name="post-route-drc-count",unit=""} 0
chip_impl_metric{name="grt_start_max_net_pins",unit=""} 51
chip_impl_metric{name="postCtsHoldBufs",unit=""} 0
chip_impl_metric{name="floorplan.rows",unit=""} 34
chip_impl_metric{name="grt_overflow_total",unit=""} 0
chip_impl_metric{name="crit_path_max_fanout",unit=""} 22
chip_impl_info{name="rsz0062_at_grt",value="no"} 1
chip_impl_info{name="biggest_area_cells",value="dfrtp_1, mux2_2, ha_1, a21oi_1, xnor2_1"} 1
chip_impl_metric{name="synth-cells-yosys",unit=""} 432
chip_impl_metric{name="fp-utilization",unit="%"} 51.9
chip_impl_info{name="criticalPathCategory",value="reg -> reg"} 1
chip_impl_info{name="tritoncts",value="yes"} 1
chip_impl_metric{name="finalCritPeriodShare",unit="%"} 43.6
chip_impl_metric{name="via_count",unit=""} 3486
chip_impl_metric{name="worst_margin_slew",unit="ns"} 0.652
chip_impl_info{name="critPathCaptureType",value="register"} 1
chip_impl_info{name="crit_path_start_kind",value="register"} 1
chip_impl_metric{name="ys.flops",unit=""} 70
chip_impl_metric{name="timing_max_transition_violations_final",unit=""} 0
chip_impl_metric{name="antenna_found_initial",unit=""} 0
chip_impl_metric{name="ir_drop",unit="mV"} 0.242
chip_impl_info{name="synth_area_leader_cell",value="dfrtp_1"} 1
chip_impl_metric{name="synth-async-reset-ratio",unit="%"} 100
chip_impl_metric{name="place.gp.congestion",unit=""} 0.880
chip_impl_metric{name="worst_setup_hold_path_clk_slew",unit="ns"} 0.08
chip_impl_metric{name="die_area",unit="mm^2"} 0.00943
chip_impl_metric{name="setup_viol_count_final",unit=""} 0
chip_impl_metric{name="multi_input_comb_area",unit="mm^2"} 0.00264
chip_impl_metric{name="tritoncts.num_buffers",unit=""} 9
chip_impl_metric{name="route.detailed.vias_per_inst",unit=""} 5.70
chip_impl_metric{name="ant_nets",unit=""} 0
chip_impl_metric{name="cts-htree-levels",unit=""} 3
chip_impl_metric{name="post_synth_instance_area",unit="mm^2"} 0.00452
chip_impl_metric{name="first_global_vias",unit=""} 3534
chip_impl_metric{name="netlist_instances",unit=""} 432
chip_impl_metric{name="peak_freq",unit="MHz"} 347
chip_impl_metric{name="max_cap_viol_count",unit=""} 0
chip_impl_metric{name="port-buffer-count",unit=""} 67
chip_impl_metric{name="yosys.stat.chipArea",unit="mm^2"} 0.00452
chip_impl_metric{name="cts_sinks",unit=""} 70
chip_impl_info{name="cts.root.buffer_cell",value="clkbuf_8"} 1
chip_impl_metric{name="detailedRoute.firstPassIterationCount",unit=""} 5
chip_impl_metric{name="num-fill-cells",unit=""} 724
chip_impl_metric{name="area_delta_synth_final",unit="%"} 21.4
chip_impl_metric{name="warnings",unit=""} 28
chip_impl_info{name="dominantRegCellSynth",value="dfrtp_1"} 1
chip_impl_metric{name="cts.repair_timing.setup_buffer_count",unit=""} 0
chip_impl_metric{name="grt_first_pass_wirelength",unit="mm"} 16.8
chip_impl_metric{name="globalRouteTotalUtil",unit="%"} 22.5
chip_impl_metric{name="cts.path.max_buffers",unit=""} 2
chip_impl_metric{name="drt_iter0_drc",unit=""} 132
chip_impl_metric{name="die_y",unit="um"} 97.1
chip_impl_info{name="outcome",value="completed"} 1
-- power by group --
part | switching [mW] | internal [mW] | leakage [nW]
Combinational | 0.537 | 0.598 | 1.44
Clock | 0.167 | 0.216 | 0.104
Sequential | 0.131 | 0.555 | 0.880
-- worst max-delay path, cell delays in order, from the launching register on --
cell	delay, ns
dfrtp_1	0.61
inv_1	0.16
ha_1	0.31
xor2_4	0.28
mux2i_1	0.25
o22ai_1	0.10
o31ai_2	0.23
buf_4	0.31
mux2i_1	0.30
o21ai_0	0.18
-- per-layer routing --
metal | routed length [um] | up-vias | track usage [%] | part of all wire, %
met3 | 339 | 12 | 2.20 | 3.5
met2 | 4340 | 70 | 33.5 | 45
met5 | 0 | - | 0 | 0
met4 | 249 | 0 | 7.00 | 2.6
met1 | 4650 | 1671 | 36.6 | 49
li1 | - | 1733 | - | -
-- registers in the layout (all words and copies together) (netlist names) --
register  cells
areg         16
done_r        1
breg         16
yout_r       32
i             5
-- cell type report --
class,instances,share of cell area [%]
inverter,11,0.752
clock inverter,6,1.69
tap,108,2.46
multi-input combinational,335,48.1
timing repair buffer,72,12.8
clock buffer,10,2.32
sequential,70,31.9
-- through the flow --
step / area [um^2] / utilization (%) / power (mW) / setup WS [ns] / hold WS, ns
after global placement: 5270 / 60.4 / 1.81 / 3.48 / 0.460
after detailed placement: 5270 / 60.4 / 1.82 / 3.45 / 0.469
after CTS: 5490 / 63.0 / 2.22 / 3.68 / 0.490
final: 5490 / 63.0 / 2.20 / 3.72 / 0.482
after global routing: 5490 / 63.0 / 2.40 / 3.48 / 0.521
after floorplan: 4520 / - / 1.46 / 4.05 / 0.422
-- placed cells by master, fill, tap and decap left out, drive strengths merged, types with 13 or more instances in the layout --
master         Yosys  final
ha                33     33
nand2             33     33
o21ai             28     28
xor2              13     13
dfrtp             70     70
inv               11     13
clkdlybuf4s50      0     66
nor2              27     27
a21oi             30     30
mux2              46     46
xnor2             15     15
-- cells in the mapped netlist (2+ instances only) --
| master | count |
|---|---|
| mux4_2 | 2 |
| a22oi_1 | 5 |
| buf_2 | 6 |
| and3_1 | 2 |
| nor2_1 | 26 |
| o31ai_2 | 2 |
| o21ai_0 | 22 |
| a21boi_0 | 2 |
| a211oi_1 | 3 |
| and2_1 | 4 |
| a32oi_1 | 2 |
| a31oi_1 | 3 |
| o221ai_1 | 3 |
| o21a_1 | 4 |
| o22ai_1 | 2 |
| dfrtp_1 | 70 |
| or2_2 | 3 |
| a222oi_1 | 5 |
| clkbuf_1 | 5 |
| o21ai_1 | 5 |
| nor2b_1 | 3 |
| ha_1 | 33 |
| nand2_1 | 33 |
| nand2b_1 | 2 |
| o41ai_1 | 2 |
| nor3_1 | 9 |
| mux2i_1 | 10 |
| fa_1 | 2 |
| xnor2_1 | 15 |
| xor2_1 | 12 |
| buf_6 | 3 |
| o21bai_1 | 7 |
| a21oi_1 | 30 |
| a21o_1 | 8 |
| inv_1 | 11 |
| nand3_1 | 5 |
| mux2_2 | 46 |
-- kinds of logic after synthesis --
family | after synthesis | share of synthesized area [%]
AOI/OAI and AO/OA | 117 | 17.6
xor gates and xnor gates | 28 | 5.84
adders and majority gates | 35 | 10.0
buffers and inverters | 27 | 2.99
DFF | 70 | 38.7
muxes | 58 | 14.7
and+or+nand+nor | 97 | 10.2
-- worst paths after layout --
check | start | slack (ns) | endpoint | cells after the start
setup / recovery | i[0] | 3.72 | yout_r[15] | 9
hold / removal | done_r | 0.48 | done_r | 2
setup reg to reg | i[0] | 3.72 | yout_r[15] | 9
hold reg to reg | done_r | 0.48 | done_r | 2
max in group asynchronous | rst_n | 4.65 | i[2] | 2
min in group asynchronous | rst_n | 0.94 | breg[10] | 1
Power is estimated from default activity; no workload was simulated.
