[./config.mk]
export PLATFORM = sky130hd
export DESIGN_NAME = RX_module_Demo
export DESIGN_NICKNAME = RX_module_Demo
export VERILOG_FILES = /design/flow/design.v
export SDC_FILE = /design/flow/constraint.sdc
export NUM_CORES = 4
export LEC_CHECK = 1
export CORE_AREA = 10 10 100 100
export DIE_AREA = 0 0 110 110
[./constraint.sdc]
current_design RX_module_Demo

set clk_period 2.2
set clk_io_pct 0.2

create_clock -name clk0 -period $clk_period [get_ports {CLK}]

set non_clock_inputs [all_inputs -no_clocks]
set_input_delay [expr $clk_period * $clk_io_pct] -clock clk0 $non_clock_inputs
set_output_delay [expr $clk_period * $clk_io_pct] -clock clk0 [all_outputs]
[./design.v]
module Detect_module
(
    CLK, RSTn,
	 RX_Pin_In,
	 H2L_Sig
);
    input CLK;
	 input RSTn;
	 input RX_Pin_In;
	 output H2L_Sig;
	 reg H2L_F1;
	 reg H2L_F2;
	 always @ ( posedge CLK or negedge RSTn )
	     if( !RSTn )
		      begin
				    H2L_F1 <= 1'b1;
					 H2L_F2 <= 1'b1;
				end
		  else
		      begin
				    H2L_F1 <= RX_Pin_In;
					 H2L_F2 <= H2L_F1;
				end
	assign H2L_Sig = H2L_F2 & !H2L_F1;
endmodule
module RX_module_Demo
(
    CLK, RSTn,
	 RX_Pin_In,
	 Number_Data
);
    input CLK;
	 input RSTn;
	 input RX_Pin_In;
    output [3:0]Number_Data;	
	 wire RX_Done_Sig;
	 wire [7:0]RX_Data;
	 Rx_module U1
	 (
	     .CLK( CLK ),
		  .RSTn( RSTn ),
		  .RX_Pin_In( RX_Pin_In ),    
		  .RX_En_Sig( RX_En_Sig ),    
		  .RX_Done_Sig( RX_Done_Sig ),   
		  .RX_Data( RX_Data )            
	 );
	 wire RX_En_Sig;
	 wire [7:0]Output_Data;
	 control_module U2
	 (
	     .CLK( CLK ),
	     .RSTn( RSTn ),
		  .RX_Done_Sig( RX_Done_Sig ),   
		  .RX_Data( RX_Data ),           
		  .RX_En_Sig( RX_En_Sig ),       
		  .Number_Data( Output_Data )    
	 );
	 assign Number_Data = Output_Data[3:0];
endmodule
module control_module
(
    CLK, RSTn,
	 RX_Done_Sig,
	 RX_Data,
	 RX_En_Sig,
	 Number_Data
);
    input CLK;
	 input RSTn;
	 input RX_Done_Sig;
	 input [7:0]RX_Data;
	 output RX_En_Sig;
	 output [7:0]Number_Data;
	 reg [7:0]rData;
	 reg isEn;
    always @ ( posedge CLK or negedge RSTn )
	     if( !RSTn )
		      rData <= 8'd0;
		  else if( RX_Done_Sig )     
		      begin rData <= RX_Data; isEn <= 1'b0; end
		  else isEn <= 1'b1;
	assign Number_Data = rData;
	assign RX_En_Sig = isEn;
endmodule
module Rx_module
(
    CLK, RSTn,
    RX_Pin_In, RX_En_Sig,
	 RX_Done_Sig, RX_Data
);
    input CLK;
	 input RSTn;
	 input RX_Pin_In;
	 input RX_En_Sig;
	 output [7:0]RX_Data;
	 output RX_Done_Sig;
	 wire H2L_Sig;
	 Detect_module U1
	 (
	     .CLK( CLK ),
		  .RSTn( RSTn ),
		  .RX_Pin_In( RX_Pin_In ),     
		  .H2L_Sig( H2L_Sig )          
	 );
	 wire BPS_CLK;
	 rx_bps_module U2
	 (
	     .CLK( CLK ),
		  .RSTn( RSTn ),
		  .Count_Sig( Count_Sig ),    
		  .BPS_CLK( BPS_CLK )         
	 );
	 wire Count_Sig;
	 rx_control_module U3
	 (
	     .CLK( CLK ),
		  .RSTn( RSTn ),
		  .H2L_Sig( H2L_Sig ),       
		  .RX_En_Sig( RX_En_Sig ),   
		  .RX_Pin_In( RX_Pin_In ),   
		  .BPS_CLK( BPS_CLK ),       
		  .Count_Sig( Count_Sig ),     
		  .RX_Data( RX_Data ),         
		  .RX_Done_Sig( RX_Done_Sig )  
	 );
endmodule
module rx_bps_module
(
    CLK, RSTn,
	 Count_Sig, 
	 BPS_CLK
);
    input CLK;
	 input RSTn;
	 input Count_Sig;
	 output BPS_CLK;
	 reg [12:0]Count_BPS;
	 always @ ( posedge CLK or negedge RSTn )
	    if( !RSTn )
		     Count_BPS <= 13'd0;
		 else if( Count_BPS == 13'd5207 )
		     Count_BPS <= 13'd0;
		 else if( Count_Sig )
		     Count_BPS <= Count_BPS + 1'b1;
		 else
		     Count_BPS <= 13'd0;
    assign BPS_CLK = ( Count_BPS == 12'd2604 ) ? 1'b1 : 1'b0;
endmodule
module rx_control_module
(
    CLK, RSTn,
	 H2L_Sig, RX_Pin_In, BPS_CLK, RX_En_Sig,
    Count_Sig, RX_Data, RX_Done_Sig
);
    input CLK;
	 input RSTn;
	 input H2L_Sig;
	 input RX_En_Sig;
	 input RX_Pin_In;
	 input BPS_CLK;
	 output Count_Sig;
	 output [7:0]RX_Data;
	 output RX_Done_Sig;
	 reg [3:0]i;
	 reg [7:0]rData;
	 reg isCount;
	 reg isDone;
	 always @ ( posedge CLK or negedge RSTn )
	     if( !RSTn )
		      begin 
		          i <= 4'd0;
					 rData <= 8'd0;
					 isCount <= 1'b0;
					 isDone <= 1'b0;	 
				end
		  else if( RX_En_Sig )
		      case ( i )
			       4'd0 :
					 if( H2L_Sig ) begin i <= i + 1'b1; isCount <= 1'b1; end
					 4'd1 : 
					 if( BPS_CLK ) begin i <= i + 1'b1; end
					 4'd2, 4'd3, 4'd4, 4'd5, 4'd6, 4'd7, 4'd8, 4'd9 :
					 if( BPS_CLK ) begin i <= i + 1'b1; rData[ i - 2 ] <= RX_Pin_In; end
					 4'd10 :
					 if( BPS_CLK ) begin i <= i + 1'b1; end
					 4'd11 :
					 if( BPS_CLK ) begin i <= i + 1'b1; end
					 4'd12 :
					 begin i <= i + 1'b1; isDone <= 1'b1; isCount <= 1'b0; end
					 4'd13 :
					 begin i <= 4'd0; isDone <= 1'b0; end
				endcase
	 assign Count_Sig = isCount;
	 assign RX_Data = rData;
	 assign RX_Done_Sig = isDone;
endmodule
[./run.sh]
#!/bin/bash
# OpenROAD 26Q1-2900-gdf79404cd8, Yosys 0.63+post, stock flow scripts
make -C /OpenROAD-flow-scripts/flow DESIGN_CONFIG=/design/flow/config.mk WORK_HOME=/design/flow/orfs finish
==> flow_summary_export.csv <==
group,metric,value,unit
worst_setup_path,r2r_start,"U1.U3.i[2]$_DFFE_PN0P_",
flow_run,warning_count,35,
global_route,grt_max_degree,30,
layout,syn_to_final_growth,37.5,%
clock_network,clk_pin_slew,0.07,ns
detailed_routing,drt-initial-drc-count,80,
worst_hold_path,hold_path_class,"reg2reg",
flow_run,drv_cap,0,
floorplanning,fp-utilization,23.4,%
synth,synth_top_flop_cell,"dfrtp_1",
detailed_routing,drtAntennaViolNets,0,
synth,yosysWarnings,4,
power_and_ir_drop,power.switching,1.34,mW
power_and_ir_drop,pwr-share-clk,15.8,%
status,violations,"negative setup slack",
status,status,"finished, violations left",
global_route,track_usage,6.10,%
layout,drive_gt1_share,35.0,%
sta,finClkSkew,0.00448,ns
floorplanning,core,7810,um^2
sta,fin_ws,-0.620,ns
floorplanning,chipArea,12100,um^2
worst_setup_path,cp-end-kind,"flop",
power_and_ir_drop,powerDensity,1390,nW/um^2
floorplanning,row_count,32,
synth,yosys.stat.seqShare,41.5,%
detailed_routing,routed-via-count,1415,
global_route,antenna_found_initial,0,
sta,drv_slew,0,
power_and_ir_drop,combPwrFrac,60.0,%
floorplanning,fp.dieH,110,um
worst_setup_path,crit_required,2.37,ns
worst_setup_path,crit_path_start_kind,"flop",
clock_network,numCtsBuffers,5,
global_route,top_usage_layer,"met2",
detailed_routing,avgRoutedWirePerCell,11.2,um
power_and_ir_drop,static-leakage-power,1.07,nW
worst_hold_path,holdCritStartpoint,"U1.U1.H2L_F1$_DFF_PN1_",
sta,rsz0062_at_grt,"yes",
sta,finalSetupTns,-1.87,ns
power_and_ir_drop,finalPower,3.49,mW
sta,setup-violations-final,4,
worst_setup_path,critPathLaunch,"U1.U3.i[2]$_DFFE_PN0P_",
global_route,gr-usage-met1,8.98,%
worst_setup_path,worst-path-max-fanout,5,
power_and_ir_drop,peakVddDrop,591,uV
floorplanning,io_pins,7,
placed_design,place_area,2240,um^2
synth,ys_async_sr_fraction,96.7,%
synth,ys_ff,30,
clock_network,cts_root_buf,"clkbuf_8",
synth,synth.avg_cell_area,9.83,um^2
power_and_ir_drop,intPower,2.15,mW
global_route,grt_pass1_wl,6180,um
clock_network,cts_sinks,30,
detailed_routing,diodes,0,
placed_design,gp_congestion,0.859,
synth,edf_count,1,
sta,worst_slew_pin_slew,0.445,ns
detailed_routing,firstDrtPassIters,4,
detailed_routing,viasPerCell,4.35,
clock_network,post_cts_buffers,0,
synth,yosysCellCount,186,
sta,fin_crit_sh,128,%
synth,syn_area,1830,um^2
global_route,grt-ovfl-total,0,
power_and_ir_drop,switching_share,38.3,%
clock_network,clkLatencyLatePin,0.28,ns
worst_setup_path,crit_type,"reg2reg",
placed_design,hpwlAfterDp,2570,um
power_and_ir_drop,p_seq_share,24.2,%
detailed_routing,drc,0,
synth,ys_types,40,
sta,fmax,0.355,GHz
detailed_routing,drt-total-wl,3650,um
floorplanning,die_w,110,um
clock_network,htreeDepth,2,
placed_design,portBuffers,6,
clock_network,cts_tree,"built",
global_route,use_met3,1.65,%
synth,ys_chip_area,1830,um^2
synth,syn_inst,186,
global_route,use_met2,9.02,%
sta,slew_headroom,70.2,%
global_route,first_global_vias,1363,
worst_setup_path,critPathArrivalTime,2.99,ns
sta,post-route-min-period,2.82,ns
sta,hold_viol_final,0,
layout,final_area,2510,um^2
clock_network,ctsLongestPathBuffers,2,
-- cell type report --
cell class / instances / area (um^2)
fillers: 777 / 5290
repair buffers: 33 / 263
inverters: 10 / 42.5
clock buffers: 5 / 68.8
multi-input cells: 142 / 1210
well taps: 102 / 128
flip-flops and latches: 30 / 758
clock inverters: 3 / 45.0
-- layout by cell type, fill, tap and decap left out, drive strengths merged, types with 3 or more instances in the layout --
master         count
o21ai              5
buf               27
a31oi              5
nor2              24
inv               10
clkbuf             5
ha                16
nor3               5
clkdlybuf4s50      6
mux2              11
nand4              7
nand2             16
xnor2              7
nor4bb             3
nand3             12
nand2b             3
dfrtp             27
xor2               7
-- critical path: stages (launching register included) --
cell and delay [ns]:
dfrtp_1 0.42, buf_4 0.16, nor2_2 0.18, nand2_2 0.19
nand3_1 0.16, ha_4 0.21, and4b_1 0.25, nand4_1 0.13
or4_4 0.57, nand2b_4 0.15, mux2_4 0.28
-- power by group through the flow --
stage         registers [mW]  logic (mW)  clock network [mW]
finish                 0.845        2.09               0.550
global route           0.868        2.31               0.591
CTS                    0.847        1.77               0.571
-- flip-flops by register name, indices dropped and copies added, names as in the netlist --
register	cells
U1.U3.rData	4
U1.U1.H2L_F2	1
U1.U3.isCount	1
U1.U3.isDone	1
U2.isEn	1
U1.U1.H2L_F1	1
U1.U2.Count_BPS	13
U2.rData	4
U1.U3.i	4
-- metal layers --
metal  up-vias  share of wire (%)
met5         -                  0
li1        721                  -
met1       681                 52
met4         0               0.66
met3         2                2.1
met2        11                 45
-- final timing paths --
| path | to | slack, ns | cells after the start |
|---|---|---|---|
| hold reg to reg | U1.U1.H2L_F2$_DFF_PN1_ | 0.37 | 0 |
| hold / removal | U1.U1.H2L_F2$_DFF_PN1_ | 0.37 | 0 |
| min in group asynchronous | U1.U3.i[0]$_DFFE_PN0P_ | 0.60 | 2 |
| setup reg to reg | U1.U3.rData[1]$_DFFE_PN0P_ | -0.62 | 10 |
| max in group asynchronous | U1.U1.H2L_F1$_DFF_PN1_ | 1.29 | 2 |
| setup / recovery | U1.U3.rData[1]$_DFFE_PN0P_ | -0.62 | 10 |
-- timing repair --
item	4_1_cts	5_1_grt
endpoints found under the setup margin	4	6
hold buffers	0	0
gates cloned	1	0
resized	7	20
pin swaps	8	13
-- cell usage after synthesis, types with 6 or more instances --
cell     number  area share (%)
dfrtp_1      27              37
nor2_1       24             4.9
ha_1         16              11
nand2_1      15             3.1
nand3_1      12             3.3
inv_1         9             1.8
mux2_2        9             5.5
nand4_1       7             2.4
xor2_1        7             3.4
xnor2_1       6             2.9
-- through the flow --
stage               std cells  util [%]  hold slack [ns]  setup slack [ns]
finish                    325      32.2            0.369            -0.620
global route              325      32.2            0.379            -0.730
CTS                       325      30.6            0.372            -0.556
global placement          316      28.7            0.354            -0.550
detailed placement        316      28.7            0.357            -0.579
floorplan                 186         -            0.144            -0.587
-- logic make-up (layout without fill, tap and decap cells) --
kind of cell,Yosys count,count (layout),share of synthesized area [%]
AND-OR/OR-AND,17,17,5.75
XOR/XNOR,14,14,7.12
adder cells (fa/ha/maj),16,16,11.0
buffers and inverters,15,51,3.08
flip-flops,30,30,41.5
multiplexers,13,13,8.08
AND/OR/NAND/NOR,81,82,23.5
Power is estimated from default activity; no workload was simulated.
