$ cat ./config.mk
export PLATFORM = sky130hd
export DESIGN_NAME = Digital_Tube_Demo
export DESIGN_NICKNAME = Digital_Tube_Demo
export VERILOG_FILES = /design/flow/design.v
export SDC_FILE = /design/flow/constraint.sdc
export NUM_CORES = 4
export LEC_CHECK = 1
export CORE_UTILIZATION = 40
$ cat ./constraint.sdc
current_design Digital_Tube_Demo

set clk_period 3.3
set clk_io_pct 0.2

create_clock -name clk0 -period $clk_period [get_ports {CLK}]

set non_clock_inputs [all_inputs -no_clocks]
set_input_delay [expr $clk_period * $clk_io_pct] -clock clk0 $non_clock_inputs
set_output_delay [expr $clk_period * $clk_io_pct] -clock clk0 [all_outputs]
$ cat ./design.v
module Digital_Tube
(
	CLK,RST_N,
	Number_Data,
	Row_Scan_Sig,Column_Scan_Sig
);
input CLK;
input RST_N;
input[7:0] Number_Data;
output[7:0] Row_Scan_Sig;
output[1:0] Column_Scan_Sig;
wire[3:0] Ten_Data;
wire[3:0] One_Data;
	number_mod_module U1
	(
		.CLK(CLK),
		.RST_N(RST_N),
		.Number_Data(Number_Data),            
		.Ten_Data(Ten_Data),                  
		.One_Data(One_Data)                   
	);
wire[7:0] Ten_SMG_Data;
wire[7:0] One_SMG_Data;
	smg_encoder_module U2
	(
		.CLK(CLK),
		.RST_N(RST_N),
		.Ten_Data(Ten_Data),                 
		.One_Data(One_Data),                 
		.Ten_SMG_Data(Ten_SMG_Data),         
		.One_SMG_Data(One_SMG_Data)          
	);
	column_scan_module U3
	(
		.CLK(CLK),
		.RST_N(RST_N),
		.Column_Scan_Sig(Column_Scan_Sig)     
	);
	 row_scan_module U4
	(
	.CLK(CLK),
	.RST_N(RST_N),
	.Ten_SMG_Data(Ten_SMG_Data),            
	.One_SMG_Data(One_SMG_Data),            
	.Row_Scan_Sig(Row_Scan_Sig)             
	); 
endmodule
module column_scan_module
(
	CLK,RST_N,
	Column_Scan_Sig
);
input CLK;
input RST_N;
output[1:0] Column_Scan_Sig;
parameter T10MS = 19'd499_999;
reg[18:0] Count1;
always@(posedge CLK or negedge RST_N)
	if(!RST_N)
		Count1 <= 19'd0;
	else if(Count1 == T10MS)
		Count1 <= 19'd0;
	else
		Count1 <= Count1 + 1'b1;
reg[1:0] t;
always@(posedge CLK or negedge RST_N)
	if(!RST_N)
		t <= 2'd0;
	else if(t == 2'd2)
		t <= 2'd0;
	else if(Count1 == T10MS)
		t <= t + 1'b1;
reg[1:0] rColumn_Scan;
always@(posedge CLK or negedge RST_N)
	if(!RST_N)
		rColumn_Scan <= 2'b10;
	else if(Count1 == T10MS)
		case(t)
			2'd0: rColumn_Scan <= 2'b10;
			2'd1: rColumn_Scan <= 2'b01;
		endcase
assign Column_Scan_Sig = rColumn_Scan;
endmodule
module Digital_Tube_Demo
(
	CLK,RST_N,
	Row_Scan_Sig,Column_Scan_Sig
);
input CLK;
input RST_N;
output[7:0] Row_Scan_Sig;
output[1:0] Column_Scan_Sig;
parameter Number_Data = 8'd67;
wire[7:0] rNumber_Data;
	Digital_Tube U1
  (
	.CLK(CLK),
	.RST_N(RST_N),
	.Number_Data(rNumber_Data),
	.Row_Scan_Sig(Row_Scan_Sig),
	.Column_Scan_Sig(Column_Scan_Sig)
  );
assign rNumber_Data = Number_Data;	
endmodule
module number_mod_module
(
	CLK,RST_N,
	Number_Data,
	Ten_Data,One_Data
);
input CLK;
input RST_N;
input[7:0] Number_Data;
output[3:0] Ten_Data;
output[3:0] One_Data;
reg[31:0] rTen;
reg[31:0] rOne;
always@(posedge CLK or negedge RST_N)
	if(!RST_N)
		begin	
			rTen <= 32'd0;
			rOne <= 32'd0;
		end
	else
		begin
			rTen <= Number_Data/10;
			rOne <= Number_Data%10;
      end
assign Ten_Data = rTen[3:0];
assign One_Data = rOne[3:0];
endmodule
module row_scan_module
(
	CLK,RST_N,
	Ten_SMG_Data,One_SMG_Data,
	Row_Scan_Sig
);
input CLK;
input RST_N;
input[7:0] Ten_SMG_Data;
input[7:0] One_SMG_Data;
output[7:0] Row_Scan_Sig;
parameter T10MS = 19'd499_999;
reg[18:0] Count1;
always@(posedge CLK or negedge RST_N)
	if(!RST_N)
		Count1 <= 19'd0;
	else if(Count1 == T10MS)
		Count1 <= 19'd0;
	else
		Count1 <= Count1 + 1'b1;
reg[1:0] t;
always@(posedge CLK or negedge RST_N)
	if(!RST_N)
		t <= 2'd0;
	else if(t == 2'd2)
		t <= 2'd0;
	else if(Count1 == T10MS)
		t <= t + 1'b1;
reg[7:0] rData;
always@(posedge CLK or negedge RST_N)
	if(!RST_N)
		rData <= 8'd0;
	else if(Count1 == T10MS)
		case(t)
				2'd0: rData <= Ten_SMG_Data;
				2'd1: rData <= One_SMG_Data;
		endcase
assign Row_Scan_Sig = rData;
endmodule
module smg_encoder_module
(
	CLK,RST_N,
	Ten_Data,One_Data,
	Ten_SMG_Data,One_SMG_Data
);
input CLK;
input RST_N;
input[4:1] Ten_Data, One_Data;
output[8:1] Ten_SMG_Data, One_SMG_Data;
	parameter seg0 = 8'hc0, seg1 = 8'hf9,
			    seg2 = 8'ha4, seg3 = 8'hb0,
			    seg4 = 8'h99, seg5 = 8'h92,
			    seg6 = 8'h82, seg7 = 8'hf8,
			    seg8 = 8'h80, seg9 = 8'h90,
			    sega = 8'h88, segb = 8'h83,
			    segc = 8'hc6, segd = 8'ha1,
			    sege = 8'h86, segf = 8'h8e;
reg[7:0] rTen_SMG_Data;
always@(posedge CLK or negedge RST_N)
	if(!RST_N)
		begin
			rTen_SMG_Data <= 8'hff;
		end
   else 
		case(Ten_Data)
			4'd0: rTen_SMG_Data <= seg0;	
			4'd1: rTen_SMG_Data <= seg1;	
			4'd2: rTen_SMG_Data <= seg2;	
			4'd3: rTen_SMG_Data <= seg3;
			4'd4: rTen_SMG_Data <= seg4;	
			4'd5: rTen_SMG_Data <= seg5;
			4'd6: rTen_SMG_Data <= seg6;	
			4'd7: rTen_SMG_Data <= seg7;
         4'd8: rTen_SMG_Data <= seg8;
			4'd9: rTen_SMG_Data <= seg9;
		endcase
reg[7:0] rOne_SMG_Data;
always@(posedge CLK or negedge RST_N)
	if(!RST_N)
		begin
			rOne_SMG_Data <= 8'hff;
		end
   else 
		case(One_Data)
			4'd0: rOne_SMG_Data <= seg0;	
			4'd1: rOne_SMG_Data <= seg1;	
			4'd2: rOne_SMG_Data <= seg2;	
			4'd3: rOne_SMG_Data <= seg3;
			4'd4: rOne_SMG_Data <= seg4;	
			4'd5: rOne_SMG_Data <= seg5;
			4'd6: rOne_SMG_Data <= seg6;	
			4'd7: rOne_SMG_Data <= seg7;
         4'd8: rOne_SMG_Data <= seg8;
			4'd9: rOne_SMG_Data <= seg9;
		endcase
	assign Ten_SMG_Data = rTen_SMG_Data;
	assign One_SMG_Data = rOne_SMG_Data;
endmodule
$ cat ./run.sh
#!/bin/bash
# OpenROAD 26Q1-2900-gdf79404cd8, Yosys 0.63+post, stock flow scripts
make -C /OpenROAD-flow-scripts/flow DESIGN_CONFIG=/design/flow/config.mk WORK_HOME=/design/flow/orfs finish
==> git commit body <==
Add synthesis and place-and-route results

- Share of power burned in combinational logic: 0.015
- Per the OpenROAD floorplan log, the area of the die is 6360 um^2.
- Pwr dens: 391 nW/um^2
- Post-detailed-route via-to-cell ratio: 5.17
* Number of global-route vias before repair: 1427
- CTS saw 53 sinks.
- Number of instances in the synthesized netlist: 212
* Critical path fanouts, max: 11
* Status: finished, final reports clean
- The tree is rooted in a sky130_fd_sc_hd__clkbuf_8.
- Once layout is complete, the utilization of the core stands at 0.473.
* Final Total Pwr: 0.00105 W
- Core Region: 5680 um^2
- Instance area after placement: 2590 um^2
- Nets still carrying antenna violations after routing amount to 0.
* Flip-flops with a built-in enable: 0
- Global route overflow: 0
- Dividing the final minimum period by the clock period gives 0.614.
- Looking at the clock tree report, the maximum root-to-sink buffer count equals 2.
- Largest net degree at the start of global routing: 33
- TritonCTS built the clock tree.
- Worst skew pair latency: 0.30 ns
* Met2 track demand over resource: 0.188
- The DRC violation total left in the routed layout is recorded as 0.
* Routed wire length per instance: 12.8 um
- For this run, the total global-route usage over all layers was measured as 0.143.
- Data required time of the critical path: 3.54 ns
* Number of inserted filler cells in the final layout: 526
- The finished cells cover 2680 um^2.
- The first global-routing pass estimated 6890 um of wire.
- In this run the layout overhead on the synthesized area is reported as 11.0%.
* Sum of negative setup slack: 0 ns
* Min Clock Period, post-route: 2.03 ns
* Routing usage on met3: 0.0278
- Pins Over Slew Limit: 0
- Highest Clock Rate: 494 MHz
* Warnings, synthesis: 4
- Startpoint-to-endpoint class of the critical path: reg2reg
- HPWL after detailed placement: 2620 um
- STA classifies the critical path endpoint as a register.
- The die is 79.7 um wide.
* Initial antenna violation count: 0
- Count of final hold-check violations: 0
- Checking max transition, the worst relative margin is 0.455.
- Setup repair after global routing left no endpoint under its margin.
* Main flop type: sky130_fd_sc_hd__dfrtp_1
- IR analysis of the VDD net gives a maximum drop of 157 uV.
- Number of different library cells in the post-synthesis netlist: 42
- Number of OpenROAD warnings: 25
- Worst EP arrival: 2.26 ns
- Clock-pin slew reported for the worst setup and hold paths after clock tree synthesis: 0.10 ns
* Async set-or-reset flop fraction in the synthesized netlist: 1.00
- In the floorplan report the effective utilization is 0.426.
- Die extent in y: 79.7 um
- The analysis attributes to net switching a power of 0.000223 W.
- Counting flops and latches in the post-synthesis netlist gives 53.
- The script extracted a total leakage power of 1.14 nW.
- Share of cells above drive strength 1: 0.141
- Looking at the max-slew report, the worst-margin pin has a slew of 0.815 ns.
- Port buffer count: 11
- Once iteration 0 of detailed routing completed, the report listed 124 DRC markers.
* Post-synthesis instance area: 2420 um^2
- Internal: 0.000826 W
- # resized after CTS: 0
* Seq pwr share: 0.624
* Path class of the lowest-slack min-delay path: in2async
* Standard-cell row count: 27
* Global route hottest layer: met1
* Final-layout worst hold slack: 0.386 ns
- Chip area in the Yosys report: 2420 um^2
- The last timing report of the flow puts the setup violation total at 0.
- Yosys stat cell total: 212
* Maxcap violations: 0
* Sequential area share after synthesis: 0.551
* Number of buffers added for setup after CTS: 0
* Mapped Avg Cell Area: 11.4 um^2
- CP Launch Type: register
- Final GP Congestion: 0.776
- Ports: 12
- Detailed routing inserted a total of 1546 vias.
* Max H-tree Level: 2
* Final wirelength: 3830 um
- Met1 layer usage reported by global route: 0.257
- The iteration count recorded for the first detailed-route pass is 5.
* Clk network pwr share: 0.362
- Cts bufs inserted: 5
* Diode count: 0
- Final clock skew: 0.00664 ns
- For this design, the CTS-stage hold fixing added 0 buffers.
- Switching power as a fraction of the total was reported as 0.213.
==> sequential cells by signal (all words and copies together) (netlist names) <==
name                 cells
U1.U3.Count1            19
U1.U4.Count1            19
U1.U4.rData              5
U1.U2.rOne_SMG_Data      2
U1.U3.rColumn_Scan       2
U1.U3.t                  2
U1.U4.t                  2
U1.U1.rTen               1
U1.U2.rTen_SMG_Data      1
==> cells in the mapped netlist (4+ instances only) <==
master	n	share of area
sky130_fd_sc_hd__o31ai_1	6	0.019
sky130_fd_sc_hd__inv_1	4	0.0062
sky130_fd_sc_hd__dfstp_2	4	0.044
sky130_fd_sc_hd__nand2_1	9	0.014
sky130_fd_sc_hd__xnor2_1	16	0.058
sky130_fd_sc_hd__dfrtp_1	49	0.51
sky130_fd_sc_hd__nand4_1	6	0.016
sky130_fd_sc_hd__o21ai_0	4	0.0083
sky130_fd_sc_hd__nor4_1	5	0.013
sky130_fd_sc_hd__and3_1	5	0.013
sky130_fd_sc_hd__mux2_2	5	0.023
sky130_fd_sc_hd__or4_1	4	0.012
sky130_fd_sc_hd__nand3_1	15	0.031
sky130_fd_sc_hd__xor2_1	12	0.044
sky130_fd_sc_hd__a21oi_1	6	0.012
sky130_fd_sc_hd__nor2_1	22	0.034
==> path summary, 6_finish.rpt <==
| path | start | end | slack [ns] | cells after the start |
|---|---|---|---|---|
| worst max-delay path | U1.U4.Count1[0] | U1.U4.t[1] | 1.27 | 5 |
| worst min-delay path | RST_N | U1.U3.Count1[12] | 0.39 | 1 |
| worst max register to register | U1.U4.Count1[0] | U1.U4.t[1] | 1.27 | 5 |
| worst min register to register | U1.U1.rTen[1] | U1.U2.rOne_SMG_Data[4] | 0.39 | 0 |
| max in group asynchronous | RST_N | U1.U3.rColumn_Scan[1] | 2.11 | 2 |
| min in group clk0 | U1.U1.rTen[1] | U1.U2.rOne_SMG_Data[4] | 0.39 | 0 |
==> placed cells by master (no fill, tap or decap), types with 2 or more instances in the layout <==
| cell type | n |
|---|---|
| sky130_fd_sc_hd__nand4_1 | 6 |
| sky130_fd_sc_hd__or3_1 | 3 |
| sky130_fd_sc_hd__nor4bb_1 | 2 |
| sky130_fd_sc_hd__o21ai_1 | 2 |
| sky130_fd_sc_hd__inv_1 | 4 |
| sky130_fd_sc_hd__o31ai_1 | 6 |
| sky130_fd_sc_hd__nand2_1 | 9 |
| sky130_fd_sc_hd__clkdlybuf4s50_1 | 10 |
| sky130_fd_sc_hd__nor3_2 | 2 |
| sky130_fd_sc_hd__ha_1 | 2 |
| sky130_fd_sc_hd__dfstp_2 | 4 |
| sky130_fd_sc_hd__dfrtp_1 | 49 |
| sky130_fd_sc_hd__nor4_1 | 5 |
| sky130_fd_sc_hd__or4_1 | 4 |
| sky130_fd_sc_hd__xnor2_1 | 16 |
| sky130_fd_sc_hd__nand3_1 | 15 |
| sky130_fd_sc_hd__mux2i_1 | 3 |
| sky130_fd_sc_hd__mux2_2 | 5 |
| sky130_fd_sc_hd__conb_1 | 2 |
| sky130_fd_sc_hd__nor2b_1 | 2 |
| sky130_fd_sc_hd__and3_1 | 5 |
| sky130_fd_sc_hd__a21oi_1 | 6 |
| sky130_fd_sc_hd__xor2_1 | 12 |
| sky130_fd_sc_hd__clkbuf_8 | 6 |
| sky130_fd_sc_hd__and4_4 | 2 |
| sky130_fd_sc_hd__o21ai_0 | 4 |
| sky130_fd_sc_hd__nor2_1 | 22 |
==> critical path, stage by stage, from the launching register on <==
cell,delay (ns)
sky130_fd_sc_hd__dfrtp_1,0.39
sky130_fd_sc_hd__ha_1,0.23
sky130_fd_sc_hd__and3_1,0.29
sky130_fd_sc_hd__nand2b_2,0.14
sky130_fd_sc_hd__nor2_1,0.66
sky130_fd_sc_hd__mux2i_1,0.25
==> per-layer routing <==
layer,up-vias,routed length [um]
li1,772,-
met2,18,1540
met5,-,0
met3,5,124
met4,0,56
met1,751,2110
==> cells by family after synthesis <==
kind of cell / Yosys count / synth area share
compound gates: 19 / 0.0466
fa+ha+maj: 2 / 0.0104
buf+inv: 9 / 0.0197
other cells: 2 / 0.00311
simple gates: 90 / 0.226
mux: 9 / 0.0419
flops: 53 / 0.551
xor+xnor: 28 / 0.101
==> power groups by stage <==
stage	logic, W	registers (W)	clock network [W]
after CTS	0.0000169	0.000654	0.000397
final	0.0000153	0.000654	0.000380
after global routing	0.0000188	0.000655	0.000418
==> area by class of cell <==
class,count,area [um^2],share of cell area
sequential,53,1330,0.496
inverter,4,15.0,0.00560
clock buffer,6,82.6,0.0308
timing repair buffer,12,113,0.0420
clock inverter,2,13.8,0.00513
tap,72,90.1,0.0336
multi-input combinational,150,1040,0.387
==> through the flow <==
| step | setup slack, ns | instances |
|---|---|---|
| after floorplan | 1.61 | 212 |
| after global placement | 1.36 | 291 |
| after detailed placement | 1.31 | 291 |
| after CTS | 1.26 | 299 |
| after global routing | 1.10 | 299 |
| final | 1.27 | 299 |
Power is estimated from default activity; no workload was simulated.
